### /design/flow/design.v
module ALU(input wire clk,
			  input wire [2:0]control,
			  input wire [7:0] A, B,
			  output reg [7:0]result);
	always@(posedge clk)
			begin
				case(control)
					3'd0: result <= A & B;			 
					3'd1: result <= A | B;			 
					3'd2: result <= A + B;			 
					3'd6: result <= A + ~B + 1;	 
					3'd7: result <= (A < B)? 1:0;	 
				endcase
			end			  
endmodule
### /design/flow/run.sh
#!/bin/bash
# OpenROAD 26Q1-2900-gdf79404cd8, Yosys 0.63+post, stock flow scripts
make -C /OpenROAD-flow-scripts/flow DESIGN_CONFIG=/design/flow/config.mk WORK_HOME=/design/flow/orfs finish
### /design/flow/config.mk
export PLATFORM = sky130hd
export DESIGN_NAME = ALU
export DESIGN_NICKNAME = ALU
export VERILOG_FILES = /design/flow/design.v
export SDC_FILE = /design/flow/constraint.sdc
export NUM_CORES = 4
export LEC_CHECK = 1
export CORE_AREA = 10 10 91 91
export DIE_AREA = 0 0 101 101
### /design/flow/constraint.sdc
current_design ALU

set clk_period 5.3
set clk_io_pct 0.2

create_clock -name clk0 -period $clk_period [get_ports {clk}]

set non_clock_inputs [all_inputs -no_clocks]
set_input_delay [expr $clk_period * $clk_io_pct] -clock clk0 $non_clock_inputs
set_output_delay [expr $clk_period * $clk_io_pct] -clock clk0 [all_outputs]
==> run notes <==
Purpose: to document the outcome of synthesis and place and route.

Synth
The mean instance size in the synthesized netlist is 7.944 um2. The sequential-to-total area share from yosys stat is 17.89%. In the synthesized netlist, the number of instances is 169. The synthesized netlist was found by Yosys to have 169 cells.

The post-synth tally of flip-flops with integrated enable is 8. The number of synthesis warnings is 1. The netlist uses 40 different library cells. The synthesis stat section lists a flop and latch total of 8.

The synthesis report names the predominant flop master as edfxtp_1. The proportion of register bits with asynchronous set or reset after synthesis is 0%. The post-synthesis instance area is 1343 um2. According to the Yosys statistics, the synthesized design has a chip area of 1343 um2.

Die
The region available for standard cell placement spans 6350 um2. The chip footprint is between 10,000 and 15,000 um2. The die width is 101 um. In this run the vertical extent of the chip is 101 um. Before placement the cells fill 21.14% of the core. The row count is 29. The floorplan report gives the top-level pin count as 28.

STA
Setup repair after global routing left no endpoint under its margin. The final-report max-slew violation count is 0. Setup total negative slack on the finished layout was measured at 0 ns. The final-report hold violation count is 0. The slew at the pin closest to its max-slew limit is 0.7775 ns.

The final timing report counts setup violations totalling 0. The max-slew headroom at the worst pin is 48.00%. The worst path meets setup with 2.074 ns of slack. After layout, the minimum clock period comes to 3.226 ns. Across all hold checks on the routed design, the worst slack comes to roughly 1.7 ns. The highest achievable clock rate is 310.0 MHz. The final timing summary puts the cycle share of the worst path at between 60% and 70%.

Finish
The flip-flop count of the largest register, all copies and words added is 8. Leaving out fill and tap cells, the most frequent cell in the layout is clkdlybuf4s50_1. The register with the most flip-flops is result. The area growth from synthesis to layout is 28.61%. The number of fill cells in the layout is 668.

The ratio of cells with drive above 1 in the final layout is under 10%. The largest registers in the layout are result (8). The layout report lists the multi-input gate area as 996.0 um2. Leaving out fill and tap cells, the most frequent cells in the layout are 27 x clkdlybuf4s50_1, 25 x ha_1, 23 x nor2_1, 19 x inv_1, 15 x a21oi_1. The register area is 240.2 um2.

Clock tree
The number of buffers created by CTS is 3. The clock root buffer is clkbuf_8. TritonCTS built the clock tree. The number of post-CTS setup repair buffers is 0.

Clock tree synthesis found a total of 8 sinks. Per the CTS log, the maximum H-tree level is 1. The clock passes through at most 2 buffers. In this run, post-CTS hold repair placed 0 buffers.

For reference, the clock transition at the flip-flops on the worst setup and hold paths is 0.04 ns. Post-CTS repair ended up resizing 0 cells.

Worst setup path
Looking at the critical path, the single cell with the biggest stage delay is clkdlybuf4s50_1. According to the timing report, the arrival time at the worst endpoint equals between 3 and 4 ns. The required time at the worst endpoint is listed as 5.24 ns.

The largest fanout on the critical path is 3. The critical path's largest stage delay is approximately 0.51 ns. The kind of critical path is in -> reg. Traced cell by cell, the critical path runs through clkdlybuf4s50_1 > ha_1 > inv_1 > fa_1 > nand2b_1 > a21oi_1 > mux2i_1 > xnor2_1 > mux2i_1 > o221ai_1.

The endpoint class of the critical path is a flip-flop. The cell occurring most often along the worst timing path is mux2i_1. The sort of element at the start of the critical path is a primary input.

Drt
The DRC violation total after the first TritonRoute iteration is 62. The total routed wirelength is 3.278 mm. The remaining number of nets flagged by the antenna check after routing is 0. The mean routed wirelength per cell is between 10 and 15 um.

The number of vias per cell is 4.476. For this block, the via count after detailed routing is 1,213. For this run, design rule violations remaining after detail routing come to 0. The first TritonRoute pass finished after 4 iterations. The total antenna diodes in the routed design is 0.

Min path
The class of the most critical hold timing path is in -> reg. The number of stages on the worst hold path is 4. For hold timing, the worst endpoint is result[7]$_DFFE_PP_. STA lists the startpoint of the worst hold path as B[7].

Power
The script extracted a total leakage power of 0.7509 nW. The largest voltage drop on the vdd net is approximately 120 uV. For this design the ratio of total power to cell area is 169.3 nW/um2.

GRT
The leftover overflow at the end of global routing is 0. The wire length of the first global-routing pass is between 5 and 6 mm. The via count of the first global-routing pass is 1,131. The initial antenna violation count is 0. The pin count of the biggest net entering global routing is 22. Total global-route track usage over all layers is 6.349%.

Place
The wire-length estimate of the detail-placed layout is 2.787 mm. The count of buffers from port buffering is 27. Timing analysis after detailed placement gives a worst setup slack of roughly 1.8 ns. After its last routability iteration, the placer logged a weighted congestion of 0.8593.

Flow run
The number of warning messages in the logs is 42. The number of max-cap violations is 0.

Outcome
The flow ran to the end, and the final reports show no timing, DRC or antenna violations.
==> synth_stat cells (3+ instances only) <==
master | number | area (um2)
ha_1 | 25 | 312.8
nor2_1 | 23 | 86.33
inv_1 | 19 | 71.32
a21oi_1 | 15 | 75.07
edfxtp_1 | 8 | 240.2
xnor2_1 | 7 | 61.31
nand2_1 | 6 | 22.52
o21ai_0 | 6 | 30.03
a211oi_1 | 4 | 30.03
nand2b_1 | 4 | 25.02
nor3_1 | 4 | 20.02
a21o_1 | 3 | 22.52
clkbuf_1 | 3 | 11.26
inv_2 | 3 | 11.26
nor4_1 | 3 | 18.77
o221ai_1 | 3 | 26.28
==> metal layers <==
metal	track usage [%]	wire, um	share of wire, %
met2	9.533	1430	44
met5	0	0	0
met4	0.5359	0	0
met3	2.148	298	9.1
met1	8.984	1550	47
==> worst max-delay path: cells and delay by family <==
| kind | cells | cell delay [ns] |
|---|---|---|
| xor+xnor | 1 | 0.14 |
| fa+ha+maj | 2 | 0.60 |
| buf+inv | 2 | 0.57 |
| mux | 2 | 0.26 |
| simple gates | 1 | 0.18 |
| compound gates | 2 | 0.35 |
==> worst max path at each step <==
stage / startpoint / slack [ns] / endpoint
6_report: B[0] / 2.07 / result[4]$_DFFE_PP_
5_1_grt: B[0] / 1.87 / result[4]$_DFFE_PP_
4_1_cts: B[0] / 2.07 / result[4]$_DFFE_PP_
==> cells by family (layout without fill, tap and decap cells) <==
group,Yosys count,after routing,synth area share (%)
flip-flops,8,8,17.89
adder cells (fa/ha/maj),27,27,26.28
AND/OR/NAND/NOR,49,49,17.33
XOR/XNOR,8,8,5.219
AND-OR/OR-AND,48,48,23.86
multiplexers,2,2,1.491
buffers and inverters,27,52,7.922
==> final cells by class <==
class	instances	area share (%)
tap	77	5.580
timing repair buffer	27	15.65
multi-input combinational	134	57.68
clock buffer	3	2.391
inverter	22	4.783
sequential	8	13.91
==> power by group <==
| group | internal [mW] | switching (mW) | leakage, nW | total [mW] |
|---|---|---|---|---|
| Sequential | 0.0827 | 0.00217 | 0.0813 | 0.0848 |
| Clock | 0.0490 | 0.0219 | 0.0216 | 0.0709 |
| Combinational | 0.0704 | 0.0662 | 0.648 | 0.137 |
==> metrics by stage <==
| step | std cells | instance area, um2 | utilization, % | power (mW) |
|---|---|---|---|---|
| finish | 271 | 1727 | 27.19 | 0.2924 |
| global placement | 268 | 1685 | 26.54 | 0.2224 |
| detailed placement | 268 | 1685 | 26.54 | 0.2228 |
| global route | 271 | 1727 | 27.19 | 0.3146 |
| CTS | 271 | 1727 | 27.19 | 0.2948 |
| floorplan | 169 | 1343 | - | 0.1676 |
Power and IR drop assume default switching activity.
