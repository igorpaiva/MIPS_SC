<file path="/design/flow/design.v">
module PC(input clk, rst,
			 output reg [31:0] pc_out);
always@(posedge clk)
	if(rst != 1'b0)
		pc_out = pc_out+32'd4;
endmodule 
</file>
<file path="/design/flow/run.sh">
#!/bin/bash
# OpenROAD 26Q1-2900-gdf79404cd8, Yosys 0.63+post, stock flow scripts
make -C /OpenROAD-flow-scripts/flow DESIGN_CONFIG=/design/flow/config.mk WORK_HOME=/design/flow/orfs finish
</file>
<file path="/design/flow/config.mk">
export PLATFORM = sky130hd
export DESIGN_NAME = PC
export DESIGN_NICKNAME = PC
export VERILOG_FILES = /design/flow/design.v
export SDC_FILE = /design/flow/constraint.sdc
export NUM_CORES = 4
export LEC_CHECK = 1
export CORE_AREA = 10 10 99 99
export DIE_AREA = 0 0 109 109
</file>
<file path="/design/flow/constraint.sdc">
current_design PC

set clk_period 4.1
set clk_io_pct 0.2

create_clock -name clk0 -period $clk_period [get_ports {clk}]

set non_clock_inputs [all_inputs -no_clocks]
set_input_delay [expr $clk_period * $clk_io_pct] -clock clk0 $non_clock_inputs
set_output_delay [expr $clk_period * $clk_io_pct] -clock clk0 [all_outputs]
</file>
==> run notes <==
flow finished, numbers: status finished clean, CTS Buffer Depth 2, WL/cell 12.6 µm, Worst Tran Pin Value 519 ps, Synth cell types 20, cell count after synthesis 113, Mean Syn Cell Area 13.4 µm², Die Y 109 µm, Slew HR 0.652, Detailed Routing Iterations Pass 1 4, largest fanout on the critical path 6, CP bufs+invs 1, YS warnings 1, vias in the first global route around 990, max_cap viols 0, PnR worst setup slack 1990 ps, Worst R2R Setup Slack 2110 ps, Root Driver clkbuf_8, CP endpoint kind output port, Crit. Startpoint pc_out[9]$_DFFE_PP_, DRC 0, main area contributors edfxtp_1 60%, xnor2_1 11%, xor2_1 5.2%, nor4_4 4.2%, nand3_1 3.3%, Synth Register Bits 30, largest net degree at the start of global routing 31, post-synthesis cell area 1510 µm², DP Worst Slack 2100 ps, grt ovf 0, Final GP Congestion 0.736, initial drt markers 82, Core Density at Floorplan 0.196, Clock Sink Count 30, dpl hpwl 2330 µm, Leak 0.680 nW, CTS tree done, setup TNS 0 ps, Vias ~960, Hold Crit Class reg2reg, CTS H-tree lvls 2, initial antenna violation count 0, Slowest-stage cell, CP clkdlybuf4s50_1, slowest stage delay, CP 520 ps, share of cells above drive strength 1 0.0921, Hold Path Origin pc_out[31]$_DFFE_PP_, Startpoint Class register, core area 7730 µm², TritonCTS Buffers 5, fmax ~0.47 GHz, skew final between 4 and 5 ps, yosys stat chip area 1510 µm², Worst Path Required approximately 3300 ps, register share after synthesis 0.595, Setup Buffers After CTS 0, Finished Core Util 0.263, Clock transition at path regs 60 ps, # resized after CTS 0, final period utilization 0.515, worst-skew pair later-pin latency 280 ps, CP delay by family, top buffers and inverters, RSZ-0062 raised after global routing false, first-pass GRT wire length 5400 µm, Max IR drop VDD slightly below 100 µV, chip width 109 µm, ANT nets after route 0, Setup CP Type reg2out, Tmin final 2110 ps, chip area between 10,000 and 15,000 µm², cell taking the most area after synthesis edfxtp_1, Hold WS 587 ps, antenna cells 0, final hold viol count 0, IO Count 34, CTS Hold Buffers Added 0, GRT Total Usage 0.0573, Total Wirelength around 3200 µm, power per cell area 334 nW/µm², number of port buffers 31, max reg flops 30, Arr. time, crit path 1290 ps, crit path cell chain clkdlybuf4s50_1, Max Slew Vio Count 0, area grow syn2layout 34.0%, Setup-failing EPs final 0, stage-log warning count 25, number of core rows 32, Area leader share 0.595, cells in synth_stat.txt roughly 110, drt via density 3.77, Worst R2R Start pc_out[2]$_DFFE_PP_, Tot Pwr 0.000679 W
## kinds of logic (layout without fill, tap and decap cells)
| group | after synthesis | in the layout | synth area share |
|---|---|---|---|
| fa+ha+maj | 1 | 1 | 0.00826 |
| xor+xnor | 28 | 28 | 0.162 |
| other cells | 1 | 2 | 0.00248 |
| flops | 30 | 30 | 0.595 |
| buf+inv | 5 | 43 | 0.0174 |
| simple gates | 48 | 48 | 0.215 |
## metal layers
metal  up-vias  part of all wire  global-route usage
li1        485                 -                   -
met1       443              0.46              0.0787
met2        26              0.45              0.0840
met3         4             0.080              0.0251
met4         0             0.016              0.0104
met5         -                 0                   0
## report_power, final
part | switching [W] | internal (W)
Clock | 0.000103 | 0.000116
Combinational | 0.0000221 | 0.0000450
Sequential | 0.0000281 | 0.000364
Total | 0.000154 | 0.000525
## stage by stage
| step | instance area (µm²) | std cells |
|---|---|---|
| 2_1_floorplan | 1520 | 114 |
| 3_3_place_gp | 1950 | 246 |
| 3_5_place_dp | 1950 | 246 |
| 4_1_cts | 2030 | 254 |
| 5_1_grt | 2030 | 254 |
| 6_report | 2030 | 254 |
## worst paths after layout
kind	depth (start not counted)	to
worst max-delay path	1	pc_out[9]
worst min-delay path	1	pc_out[31]$_DFFE_PP_
worst min register to register	1	pc_out[31]$_DFFE_PP_
worst max register to register	5	pc_out[26]$_DFFE_PP_
## cell usage after synthesis
library cell / count
inv_1: 3
nand4_1: 6
nor2_1: 6
nor4_1: 1
nand2_1: 10
nand3_2: 1
edfxtp_1: 30
nand3_1: 10
buf_4: 2
nand4_4: 1
nor3_1: 3
conb_1: 1
nand4_2: 1
xnor2_1: 19
nor4_4: 3
ha_1: 1
xor2_1: 9
nand3_4: 1
or2_1: 1
and3_1: 4
## layout make-up
type | instances | area (µm²)
clock inverters | 2 | 8.76
clock buffers | 6 | 72.6
fillers | 790 | 5700
multi-input cells | 79 | 591
repair buffers | 32 | 318
inverters | 3 | 11.3
flip-flops and latches | 30 | 901
well taps | 102 | 128
## cells in the final DEF (no fill, tap or decap), drive strengths merged
| cell type | synthesis | routed |
|---|---|---|
| nor2 | 6 | 6 |
| nand3 | 12 | 12 |
| and3 | 4 | 4 |
| or2 | 1 | 1 |
| nor3 | 3 | 3 |
| clkdlybuf4s50 | 0 | 31 |
| clkinv | 0 | 2 |
| xnor2 | 19 | 19 |
| clkbuf | 0 | 6 |
| conb | 1 | 2 |
| nor4 | 4 | 4 |
| buf | 2 | 1 |
| inv | 3 | 3 |
| ha | 1 | 1 |
| nand2 | 10 | 10 |
| nand4 | 8 | 8 |
| xor2 | 9 | 9 |
| edfxtp | 30 | 30 |
No activity file was given, so power comes from the tool's default toggle rates.
